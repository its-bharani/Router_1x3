<file path="flow/run.sh">
#!/bin/bash
# OpenROAD 26Q1-2900-gdf79404cd8, Yosys 0.63+post, stock flow scripts
make -C /OpenROAD-flow-scripts/flow DESIGN_CONFIG=/design/flow/config.mk WORK_HOME=/design/flow/orfs finish
</file>
<file path="flow/config.mk">
export PLATFORM = sky130hd
export DESIGN_NAME = top
export DESIGN_NICKNAME = top
export VERILOG_FILES = /design/flow/design.v
export SDC_FILE = /design/flow/constraint.sdc
export NUM_CORES = 4
export LEC_CHECK = 1
export CORE_UTILIZATION = 50
</file>
<file path="flow/constraint.sdc">
current_design top

set clk_period 6.6
set clk_io_pct 0.2

create_clock -name clk0 -period $clk_period [get_ports {clock}]

set non_clock_inputs [all_inputs -no_clocks]
set_input_delay [expr $clk_period * $clk_io_pct] -clock clk0 $non_clock_inputs
set_output_delay [expr $clk_period * $clk_io_pct] -clock clk0 [all_outputs]
</file>
<file path="flow/design.v">
module top (
    input clock,
    input resetn,
    input pkt_valid,
    input [7:0] data_in,
    input [2:0] read_en,
    output [2:0] vld_out,
    output [7:0] data_out_0,
    output [7:0] data_out_1,
    output [7:0] data_out_2,
    output [2:0] full,
    output [2:0] empty
);
    wire [2:0] write_en;
    wire [2:0] soft_reset;
    wire fifo_full;
    wire [7:0] dout;
    wire parity_done, low_pkt_valid, err;
    wire detect_add, lfd_state, ld_state, write_enb_reg, full_state, laf_state, rst_int_reg;
    fifo fifo_0 (
        .clock(clock),
        .resetn(resetn),
        .soft_reset(soft_reset[0]),
        .write_en(write_en[0]),
        .read_en(read_en[0]),
        .lfd_state(lfd_state),
        .data_in(dout),
        .data_out(data_out_0),
        .empty(empty[0]),
        .full(full[0])
    );
    fifo fifo_1 (
        .clock(clock),
        .resetn(resetn),
        .soft_reset(soft_reset[1]),
        .write_en(write_en[1]),
        .read_en(read_en[1]),
        .lfd_state(lfd_state),
        .data_in(dout),
        .data_out(data_out_1),
        .empty(empty[1]),
        .full(full[1])
    );
    fifo fifo_2 (
        .clock(clock),
        .resetn(resetn),
        .soft_reset(soft_reset[2]),
        .write_en(write_en[2]),
        .read_en(read_en[2]),
        .lfd_state(lfd_state),
        .data_in(dout),
        .data_out(data_out_2),
        .empty(empty[2]),
        .full(full[2])
    );
    register reg_inst (
        .clock(clock),
        .resetn(resetn),
        .pkt_valid(pkt_valid),
        .data_in(data_in),
        .fifo_full(fifo_full),
        .rst_int_reg(rst_int_reg),
        .detect_add(detect_add),
        .ld_state(ld_state),
        .laf_state(laf_state),
        .full_state(full_state),
        .parity_done(parity_done),
        .low_pkt_valid(low_pkt_valid),
        .dout(dout),
        .err(err)
    );
    router_sync sync_inst (
        .clock(clock),
        .resetn(resetn),
        .detect_add(detect_add),
        .data_in(data_in[1:0]),
        .write_en_reg(write_enb_reg),
        .empty(empty),
        .full(full),
        .read_en(read_en),
        .write_en(write_en),
        .fifo_full(fifo_full),
        .vld_out(vld_out),
        .soft_reset(soft_reset)
    );
    router_fsm fsm_inst (
        .clock(clock),
        .resetn(resetn),
        .pkt_valid(pkt_valid),
        .fifo_full(fifo_full),
        .data_in(data_in[1:0]),
        .parity_done(parity_done),
        .low_pkt_valid(low_pkt_valid),
        .soft_reset_0(soft_reset[0]),
        .soft_reset_1(soft_reset[1]),
        .soft_reset_2(soft_reset[2]),
        .busy(),  
        .detect_add(detect_add),
        .lfd_state(lfd_state),
        .ld_state(ld_state),
        .write_enb_reg(write_enb_reg),
        .full_state(full_state),
        .laf_state(laf_state),
        .rst_int_reg(rst_int_reg)
    );
endmodule
module router_fsm (
    input clock,
    input resetn,
    input pkt_valid,
    input fifo_full,
    input [1:0] data_in,
    input parity_done,
    input low_pkt_valid,
    input soft_reset_0,
    input soft_reset_1,
    input soft_reset_2,
    output reg busy,
    output reg detect_add,
    output reg lfd_state,
    output reg ld_state,
    output reg write_enb_reg,
    output reg full_state,
    output reg laf_state,
    output reg rst_int_reg
);
localparam [3:0] DECODE_ADDRESS  = 4'b0000,
                 LOAD_FIRST_DATA = 4'b0001,
                 LOAD_DATA       = 4'b0010,
                 LOAD_PARITY     = 4'b0011,
                 FIFO_FULL_STATE = 4'b0100,
                 LOAD_AFTER_FULL = 4'b0101,
                 WAIT_TILL_EMPTY = 4'b0110,
                 CHECK_PARITY_ERR= 4'b0111;
reg [3:0] state;
    reg [3:0] current_state, next_state;
    reg [15:0] timeout_counter;  
    parameter TIMEOUT_LIMIT = 16'hFFFF;  
    always @(posedge clock or negedge resetn) begin
        if (!resetn) begin
            current_state <= DECODE_ADDRESS;
            timeout_counter <= 0;
        end else if (soft_reset_0 || soft_reset_1 || soft_reset_2) begin
            current_state <= DECODE_ADDRESS;  
            timeout_counter <= 0;
        end else begin
            current_state <= next_state;
            timeout_counter <= (timeout_counter == TIMEOUT_LIMIT) ? 0 : timeout_counter + 1;
        end
    end
    always @(*) begin
        next_state = current_state;
        {busy, detect_add, lfd_state, ld_state, write_enb_reg, full_state, laf_state, rst_int_reg} = 0;
        case (current_state)
            DECODE_ADDRESS: begin
                detect_add = 1;
                if (pkt_valid && (data_in == 2'b00)) next_state = LOAD_FIRST_DATA;
                else if (pkt_valid && (data_in == 2'b01)) next_state = WAIT_TILL_EMPTY;
                else if (pkt_valid && (data_in == 2'b10)) next_state = WAIT_TILL_EMPTY;
                else if (pkt_valid && (data_in == 2'b11)) next_state = WAIT_TILL_EMPTY;
            end
            LOAD_FIRST_DATA: begin
                lfd_state = 1;
                busy = 1;
                next_state = LOAD_DATA;
            end
            LOAD_DATA: begin
                ld_state = 1;
                write_enb_reg = 1;
                if (fifo_full) next_state = FIFO_FULL_STATE;
                else if (!pkt_valid) next_state = LOAD_PARITY;
            end
            LOAD_PARITY: begin
                busy = 1;
                write_enb_reg = 1;
                next_state = CHECK_PARITY_ERR;
            end
            CHECK_PARITY_ERR: begin
                busy = 1;
                rst_int_reg = 1;
                if (fifo_full) next_state = FIFO_FULL_STATE;
                else next_state = DECODE_ADDRESS;
            end
            FIFO_FULL_STATE: begin
                busy = 1;
                full_state = 1;
                if (!fifo_full) next_state = LOAD_AFTER_FULL;
            end
            LOAD_AFTER_FULL: begin
                busy = 1;
                laf_state = 1;
                write_enb_reg = 1;
                if (parity_done && low_pkt_valid) next_state = LOAD_PARITY;
                else if (parity_done) next_state = DECODE_ADDRESS;
                else next_state = LOAD_DATA;
            end
            WAIT_TILL_EMPTY: begin
                busy = 1;
                if (!fifo_full) next_state = DECODE_ADDRESS;
            end
            default: next_state = DECODE_ADDRESS;
        endcase
        if (timeout_counter == TIMEOUT_LIMIT) begin
            next_state = DECODE_ADDRESS;
        end
    end
endmodule
module router_sync(
    input clock,
    input resetn,
    input detect_add,
    input [1:0] data_in,
    input write_en_reg,
    input [2:0] empty,
    input [2:0] full,
    input [2:0] read_en,
    output reg [2:0] write_en,
    output reg fifo_full,
  output [2:0]vld_out,
    output reg [2:0] soft_reset
);
    reg [1:0] add;
    reg [4:0] count_read [2:0];  
    always @(posedge clock) begin
        if (detect_add)
            add <= data_in;
    end
    always @(*) begin
        if (!write_en_reg)
            write_en = 3'b000;
        else begin
            case (add)
                2'b00: write_en = 3'b001;
                2'b01: write_en = 3'b010;
                2'b10: write_en = 3'b100;
                default: write_en = 3'b000;
            endcase
        end
    end
  assign vld_out[0] = !empty[0];
  assign vld_out[1] = !empty[1];
  assign vld_out[2] = !empty[2];
    genvar i;
    generate
        for (i = 0; i < 3; i = i + 1) begin : soft_reset_logic
            always @(posedge clock) begin
                if (!resetn) begin
                    count_read[i] <= 0;
                    soft_reset[i] <= 0;
                end else if (!vld_out[i]) begin
                    count_read[i] <= 0;
                    soft_reset[i] <= 0;
                end else if (read_en[i]) begin
                    count_read[i] <= 0;
                    soft_reset[i] <= 0;
                end else begin
                    if (count_read[i] == 29) begin
                        count_read[i] <= 0;
                        soft_reset[i] <= 1;  
                    end else begin
                        count_read[i] <= count_read[i] + 1;
                        soft_reset[i] <= 0;
                    end
                end
            end
        end
    endgenerate
   always@(*)
    begin
      case(add)
        2'b00:fifo_full=full[0];
        2'b01:fifo_full=full[1];
        2'b10:fifo_full=full[2];
        default:fifo_full=0;
      endcase
    end
endmodule
module fifo(input clock,
            input resetn,
            input soft_reset,
            input write_en,
            input read_en,
            input lfd_state,
            input [7:0] data_in,
            output reg [7:0] data_out,
            output empty,
            output full);
  reg [8:0] memory[15:0];
  reg [4:0] write_ptr,read_ptr;
  reg [6:0] count;
  integer i;
  assign empty=(write_ptr == read_ptr);
  assign full=(write_ptr =={!read_ptr[4],read_ptr[3:0]});
               always@(posedge clock)
                 begin
                   if(!resetn)
                     begin
                       write_ptr<=0;
                       for (i=0;i<16;i=i+1)
                         memory[i]<=0;
                     end
                   else if(soft_reset)
                     begin
                       write_ptr <=0;
                       for(i=0;i<16;i=i+1)
                         memory[i]<=0;
                     end
                   else
                     begin
                       if(write_en && !full)
                       begin
                       write_ptr <=write_ptr+1;
                         memory[write_ptr[3:0]] <={lfd_state,data_in};
                     end
                                end
                  end
 always@(posedge clock) begin
    if (!resetn || soft_reset) begin
        read_ptr <= 0;
        data_out <= 8'h00;
    end else if (read_en && !empty) begin
        data_out <= memory[read_ptr[3:0]][7:0];  
        read_ptr <= read_ptr + 1;
    end else if (!read_en) begin
        data_out <= 8'hZZ;  
    end
end
   always@(posedge clock)
     begin
       if(!resetn)
         count<=0;
       else if(soft_reset)
         count<=0;
       else if(read_en && !empty)
         begin
         if(memory[read_ptr[3:0]][8] ==1)
           count<=memory[read_ptr[3:0]][7:2]+1'b1;
           else if (count!=0)
			count<=count-1'b1;
         end
     end
         endmodule
 module register(
    input wire clock,
    input wire resetn,
    input wire pkt_valid,
    input wire [7:0] data_in,
    input wire fifo_full,
    input wire rst_int_reg,
    input wire detect_add,
    input wire ld_state,
    input wire laf_state,
    input wire full_state,
    output reg parity_done,
    output reg low_pkt_valid,
    output reg [7:0] dout,
    output reg err
);
    reg [7:0] full_state_byte, pkt_parity, first_byte, internal_parity;
    always @(posedge clock or negedge resetn) begin
        if (!resetn)
            parity_done <= 1'b0;
        else if ((ld_state && !fifo_full && !pkt_valid) || (laf_state && !parity_done && low_pkt_valid))
            parity_done <= 1'b1;
        else if (detect_add)
            parity_done <= 1'b0;
    end
    always @(posedge clock or negedge resetn) begin
        if (!resetn)
            low_pkt_valid <= 1'b0;
        else if (ld_state && !pkt_valid)
            low_pkt_valid <= 1'b1;
        else if (rst_int_reg)
            low_pkt_valid <= 1'b0;
    end
    always @(posedge clock or negedge resetn) begin
        if (!resetn) begin
            dout <= 8'h00;
            first_byte <= 8'h00;
            full_state_byte <= 8'h00;
        end else begin
            if (detect_add && pkt_valid && data_in[1:0] != 2'b11)
                first_byte <= data_in;
            else if (laf_state)
                dout <= (fifo_full) ? full_state_byte : first_byte;
            else if (ld_state) begin
                if (!fifo_full)
                    dout <= data_in;
                else
                    full_state_byte <= data_in;
            end
        end
    end
    always @(posedge clock or negedge resetn) begin
        if (!resetn)
            internal_parity <= 8'h00;
        else if (detect_add)
            internal_parity <= 8'h00;
        else if (laf_state)
            internal_parity <= internal_parity ^ first_byte;
        else if (ld_state && !full_state && pkt_valid)
            internal_parity <= internal_parity ^ data_in;
    end
    always @(posedge clock or negedge resetn) begin
        if (!resetn)
            err <= 1'b0;
        else if (!parity_done)
            err <= 1'b0;
        else
            err <= (pkt_parity != internal_parity) ? 1'b1 : 1'b0;
    end
    always @(posedge clock or negedge resetn) begin
        if (!resetn)
            pkt_parity <= 8'h00;
        else if (detect_add)
            pkt_parity <= 8'h00;
        else if ((ld_state && !pkt_valid && !fifo_full) || (laf_state && low_pkt_valid && !parity_done))
            pkt_parity <= data_in;
    end
endmodule
</file>
==> impl_metrics.ini <==
; flow metrics
[clock_network]
cts_sinks = 520
cts_tree = built
post_cts_resized = 0
clockRootBuffer = clkbuf_16
cts_max_level = 2
numCtsBuffers = 54
postCtsSetupRepairBufs = 0
clk_path_buf_depth = 3
cts.clk_slew.worst_paths_ns = 0.06
cts_hold_buf = 0
insertion_delay_ns = 0.60

[synthesis]
top_cell = and2_1
async_flop_share_pct = 9.615
netlist_area_um2 = 23540
yosys_cells = 1760
edf_count = 386
synth.distinct_cells = 51
largest_area_cell = edfxtp_1
ys_chip_area_um2 = 23540
syn_inst = 1760
common_cells = and2_1 (392), edfxtp_1 (386), nor2_1 (119)
yosysWarnings = 6
avgSynthCellArea_um2 = 13.38
synth_seq_share_pct = 61.70
flop_cell = edfxtp_1
yosysTopAreaCellShare_pct = 49.24
ys_ff = 520
synthTopCellsByArea = edfxtp_1 (49%), and2_1 (10%), mux4_2 (9.2%), dfxtp_1 (7.1%), dfrtp_1 (5.2%)

[placed_design]
io_buffers = 46
dpl.hpwl_mm = 33.59
place.gp.congestion = 0.8652
place_area_um2 = 24470

[timing]
clock-skew-final_ns = 0.01394
min_period_ns = 4.065
rsz0062_at_grt = no
maxSlewViolCount = 0
final.setup.tns_ns = 0
relSlewSlack_pct = 36.40
fmax_mhz = 246.0
hold_viol = 0
setup_viol = 0
fin_crit_sh_pct = 61.59
tightest_slew_ns = 0.9453

[setup_path]
endpoint_kind = output pin
cp.required_ns = 5.28
crit_type = reg2out
cp.arrival_ns = 2.74
crit_chain = xor2_2 > nor4_4 > nand2_1 > inv_1 > clkdlybuf4s50_1
cp_max_fo = 11
cp_slowest_cell = dfxtp_1
start_kind = flop
critPathMaxStageDelay_ns = 0.60

[routing]
drc_errors = 0
vias = 13240
drtIter0Drc = 673
drt_pass1_iterations = 5
drt-total-wl_mm = 53.12
wl_per_cell_um = 21.98
drtAntennaViolNets = 0
viasPerCell = 5.478

[pwr]
switching_share_pct = 25.92
p_int_w = 0.005619
powerDensity_nw_per_um2 = 289.9
vdd_drop_max_mv = 0.2072
total_leakage_power_nw = 9.867
sequentialPowerShare_pct = 50.4
clock_power_share_pct = 38.3
p_switching_w = 0.001966
power_frac_comb_pct = 11.3

[final_layout]
regArea_um2 = 14540
area_growth_pct = 11.15
layout.area.comb_um2 = 8373
nFillCells = 3645
fin_area_um2 = 26170
post_route_cells_drive_above_1_share_pct = 13.06

[global_route]
gr-usage-met3_pct = 11.72
grt_use_met1_pct = 39.78
track_usage_pct = 25.39
grt_pass1_wl_mm = 82.14
grt-ovfl-total = 0
grt-busiest-layer = met1
grt_max_degree = 49
antenna_found_initial = 0
grt_pass1_vias = 13860
use_met2_pct = 35.85

[floorplan]
num_rows = 79
dieHeight_um = 219.0
die_w_um = 219.0
core_area_um2 = 46460
pin_count = 47
fp_util_pct = 50.67
die-area_um2 = 47950

[flow_run]
tool_warnings = 37
max_cap_viol_count = 0

[run_status]
status = completed

[worst_hold_path]
hold_path.class = reg2reg
critical path, delay by kind of cell (launching register included):
family | cells | cell delay (ns)
XOR/XNOR | 1 | 0.14
AND/OR/NAND/NOR | 2 | 0.59
flip-flops | 1 | 0.60
buffers and inverters | 2 | 0.82
state kept, by name (all words and copies together) (netlist names), named ones only:
signal                    count
fifo_0.write_ptr              5
fifo_0.memory               128
fifo_2.read_ptr               5
reg_inst.first_byte           8
fifo_1.write_ptr              5
fifo_0.read_ptr               5
fifo_1.read_ptr               5
fifo_2.write_ptr              5
reg_inst.dout                 8
fsm_inst.current_state        8
fifo_1.data_out               8
sync_inst.soft_reset          3
fifo_0.data_out               8
fifo_1.memory               128
reg_inst.parity_done          1
sync_inst.count_read         15
fifo_2.data_out               8
fsm_inst.timeout_counter     16
reg_inst.full_state_byte      8
fifo_2.memory               128
sync_inst.add                 2
reg_inst.low_pkt_valid        1
power groups by stage:
| stage | Combinational [W] | Sequential (W) | Clock, W |
|---|---|---|---|
| CTS | 0.000871 | 0.00383 | 0.00297 |
| global route | 0.000943 | 0.00385 | 0.00310 |
| finish | 0.000857 | 0.00382 | 0.00291 |
metrics by stage:
stage	total power, W	std cells	utilization (%)	setup slack, ns	hold slack (ns)
2_1_floorplan	0.004309	1760	-	3.344	0.4291
3_3_place_gp	0.004747	2312	52.66	2.409	0.4448
3_5_place_dp	0.004759	2312	52.66	2.334	0.4576
4_1_cts	0.007668	2414	56.31	2.458	0.4704
5_1_grt	0.007891	2414	56.31	2.361	0.4836
6_report	0.007586	2416	56.32	2.535	0.4634
final cells by class:
type | count | share of cell area (%)
repair buffers | 81 | 2.745
multi-input cells | 1083 | 32.00
flip-flops and latches | 520 | 55.56
well taps | 607 | 2.903
diodes | 2 | 0.01913
clock buffers | 75 | 5.824
clock inverters | 27 | 0.6503
inverters | 21 | 0.3013
cells by family after synthesis:
kind of cell	Yosys count	synth area share (%)
AOI/OAI and AO/OA	127	3.550
and+or+nand+nor	749	17.99
adders and majority gates	22	1.169
muxes	121	10.45
DFF	520	61.70
buffers and inverters	157	2.732
xor gates and xnor gates	64	2.413
cells in the final DEF, fill, tap and decap left out, types with 9 or more instances in the layout:
master,count
o21ai_0,21
nor2_1,119
nand3_1,42
mux2i_1,11
and2_1,392
clkdlybuf4s50_1,45
mux4_2,96
a21oi_1,23
clkbuf_1,15
inv_1,20
nand2_1,64
edfxtp_1,386
and3_1,38
a31oi_1,10
nand2b_1,40
a22oi_1,48
ha_1,22
dfrtp_1,43
clkinv_1,15
xor2_1,36
clkbuf_16,57
nor2b_1,15
buf_4,35
nand4_1,11
xnor2_1,27
dfxtp_1,81
clkinv_2,9
routing by layer:
metal / vias up / wire length (µm)
met5: - / 62
met4: 2 / 1417
met3: 91 / 5481
met2: 502 / 24130
met1: 6365 / 22030
li1: 6275 / -
final timing paths:
kind	start	endpoint	slack (ns)	cells after the start
worst max-delay path	fifo_1.write_ptr[3]	empty[1]	2.54	5
worst min-delay path	sync_inst.count_read[1][0]	sync_inst.count_read[1][0]	0.46	1
worst max register to register	fsm_inst.current_state[5]	fifo_1.memory[0][0]	3.43	6
worst min register to register	sync_inst.count_read[1][0]	sync_inst.count_read[1][0]	0.46	1
max in group asynchronous	resetn	fsm_inst.current_state[0]	5.20	2
min in group asynchronous	resetn	fsm_inst.current_state[3]	0.67	1
Power and IR drop assume default switching activity.
